### flow/run.sh
#!/bin/bash
# OpenROAD 26Q1-2900-gdf79404cd8, Yosys 0.63+post, stock flow scripts
make -C /OpenROAD-flow-scripts/flow DESIGN_CONFIG=/design/flow/config.mk WORK_HOME=/design/flow/orfs finish
### flow/config.mk
export PLATFORM = sky130hd
export DESIGN_NAME = counter
export DESIGN_NICKNAME = counter
export VERILOG_FILES = /design/flow/design.v
export SDC_FILE = /design/flow/constraint.sdc
export NUM_CORES = 4
export LEC_CHECK = 1
export CORE_AREA = 10 10 70 70
export DIE_AREA = 0 0 80 80
### flow/constraint.sdc
current_design counter

set clk_period 2.1
set clk_io_pct 0.2

create_clock -name clk0 -period $clk_period [get_ports {clk}]

set non_clock_inputs [all_inputs -no_clocks]
set_input_delay [expr $clk_period * $clk_io_pct] -clock clk0 $non_clock_inputs
set_output_delay [expr $clk_period * $clk_io_pct] -clock clk0 [all_outputs]
### flow/design.v
module counter #(parameter N = 8)
		(input logic clk,
		input logic reset,
		output logic[N-1:0]q);
	always_ff @ (posedge clk, posedge reset)
		if(reset) q <= 0;
		else q <= q + 1;
endmodule
==> results_slide.txt <==
Run Summary

Floorplan
  • Die ar.: 6400 µm²
  • Die width: 80 µm
  • Init Core Util: 9.38%
  • Num rows: 21
  • Die H: 80 µm
  • Core area: 3420 µm²
  • Top Ports: 10

STA
  • Setup TNS: 0 ps
  • Worst Tran Pin Value: 305 ps
  • Tcrit/Tclk final: 76.7%
  • Post-layout min period: 1610 ps
  • Fin Hold WS: 419 ps
  • Max_slew headroom: 79.7%
  • RSZ-0062 raised after global routing: no
  • Slew Viols, Final: 0
  • Count of final setup violators: 0
  • Fmax: 621 MHz
  • Max Clock Skew: 3.58 ps
  • Final hold vios: 0

Logic synthesis
  • Post-Syn Instances: 25
  • Leading area contributor after synthesis: dfrtp_1
  • XORs/XNORs by Area: 16.4%
  • Yosys simple share: 14.8%
  • YS chip area: 320 µm²
  • Ys Warns: 1
  • Post-synth regs: 8
  • Adder Share, Synth: 3.91%
  • Mux area share: 0%
  • Seq share, synth: 62.5%
  • AND-OR/OR-AND Cells, Area Fraction: 0%
  • Dominant cell area share: 62.5%
  • Main logic family after synthesis: XOR/XNOR gates
  • Top cells by area: dfrtp_1 63%, xnor2_1 8.2%, xor2_1 8.2%, ha_1 3.9%, nand3_1 3.1%
  • Syn avg cell area: 12.8 µm²
  • Mapped cell area: 320 µm²
  • Yosys cell count: 25
  • Distinct cell type count after synthesis: 11

Clocking
  • H-tree depth: 1
  • Clk latency late pin: 250 ps
  • Post-CTS Hold Buffers: 0
  • CTS tree: built
  • Worst-path clk slew: 50 ps
  • CTS Root Cell: clkbuf_4
  • Num CTS Buffers: 3
  • Post-CTS Resized: 0
  • Buffer count from post-CTS setup fixing: 0
  • CTS Buffer Depth: 2
  • Clock Sinks: 8

Global route
  • Largest net degree at the start of global routing: 9
  • Vias in the first global route: 233
  • M3 GR Usage: 1.14%
  • Met1 Use GR: 3.12%
  • Grt met2 use: 3.69%
  • GRT overflow: 0
  • Initial antenna violation count: 0
  • First-pass GRT wire length: 1.20 mm
  • Total track usage: 2.45%
  • GR peak layer: met2

Layout
  • Top flop regs: q (8)
  • P&R area growth vs syn: 53.1%
  • Layout cell share with drive strength beyond 1: 13.5%
  • Most flop-heavy register: q
  • Fill count: 398
  • Final Cell Area: 490 µm²
  • Max reg flops: 8

Placed design
  • HPWL after DPL: 597 µm
  • Placed instance area: 468 µm²
  • Placer Congestion: 0.662
  • IO Port Bufs: 9

Route
  • Violation count after the first detailed-route iteration: 2
  • WL final: 726 µm
  • DRT Pass-1 Iters: 2
  • # DRC: 0
  • Post-DR wirelength/cell: 8.75 µm
  • Routed vias: 212
  • Final ANT Viol Nets: 0
  • Diode count: 0
  • Vias per cell: 2.55

Setup path
  • WS Path Type: reg2out
  • Critical path peak fanout: 5
  • Critical Path RT: 1680 ps
  • Crit. End Element: output port
  • Max stage delay on crit path: 500 ps
  • Critical Path AT: 1190 ps
  • Buf/Inv on CP: 1
  • Worst path cell trace: clkdlybuf4s50_1
  • Crit-path leading delay family: buffers and inverters
  • Crit start category: register
  • CP max stage cell: clkdlybuf4s50_1

Pwr
  • P_leak: 0.202 nW
  • Power per cell area: 557 nW/µm²
  • Max VDD drop: 200 µV

Status
  • Status: finished, final reports clean

Worst hold path
  • Min-delay worst type: in2async

Job
  • Tool warnings: 25
  • Max-cap viol count: 0
## cell usage after synthesis
cell type and n:
and3_1 1, dfrtp_1 8, ha_1 1, inv_1 2, nand2_1 2, nand3_1 2, nand3_2 1, nor2_1 1
nor3_2 1, xnor2_1 3, xor2_1 3
## kinds of logic after synthesis
logic type | count (synthesis)
and+or+nand+nor | 8
DFF | 8
xor gates and xnor gates | 6
buffers and inverters | 2
adders and majority gates | 1
## per-layer routing
layer	wire (µm)	vias to the layer above
met5	0	-
met4	0	0
met3	39	0
met2	318	7
met1	367	101
li1	-	104
## placed cells by master (no fill, tap or decap)
cell type,count
clkdlybuf4s50_1,9
dfrtp_1,8
xor2_1,3
xnor2_1,3
clkbuf_4,3
nand2_1,2
nand3_1,2
inv_1,2
nand3_2,1
nor3_2,1
and3_1,1
nor2_1,1
ha_1,1
## final cells by class
type | count | area (µm²) | share of cell area [%]
clock buffers | 3 | 22.5 | 4.59
multi-input cells | 15 | 113 | 23.0
inverters | 2 | 7.51 | 1.53
repair buffers | 9 | 90.1 | 18.4
well taps | 46 | 57.6 | 11.7
flip-flops and latches | 8 | 200 | 40.8
## power by group
part           internal [mW]  switching, mW  total (mW)
combinational        0.00174        0.00309     0.00483
clock                 0.0652         0.0489       0.114
sequential             0.154              0       0.154
## per-stage QoR
stage	worst slack (ps)	cells	power (mW)	util, %
4_1_cts	462	83	0.280	14.4
5_1_grt	444	83	0.287	14.4
3_5_place_dp	738	80	0.162	13.7
6_report	490	83	0.273	14.4
2_1_floorplan	1190	25	0.159	-
3_3_place_gp	737	80	0.162	13.7
## final timing paths
kind / start / endpoint / slack, ps / cells past startpoint
worst max-delay path: q[2] / q[2] / 490 / 1
worst min-delay path: reset / q[7] / 420 / 2
worst max register to register: q[2] / q[7] / 1070 / 3
worst min register to register: q[7] / q[7] / 470 / 1
max in group asynchronous: reset / q[0] / 1450 / 2
min in group clk0: q[7] / q[7] / 470 / 1
No activity file was given, so power comes from the tool's default toggle rates.
