==> /design/flow/design.v <==
module ps2decoder(input logic[10:0]buttonInput,
		  output logic[8:0] buttonOutput);
	always_comb
		case(buttonInput)
			225:	buttonOutput = 9'b1_0000_0000; 
			1009: 	buttonOutput = 9'b0_1000_0000; 
			147: 	buttonOutput = 9'b0_0100_0000; 
			851: 	buttonOutput = 9'b0_0010_0000; 
			177: 	buttonOutput = 9'b0_0001_0000; 
			723: 	buttonOutput = 9'b0_0000_1000; 
			739: 	buttonOutput = 9'b0_0000_0101; 
			209: 	buttonOutput = 9'b0_0000_0010; 
			739: 	buttonOutput = 9'b0_0000_0101; 
			default: buttonOutput = 9'b0_0000_0000; 
		endcase
endmodule
==> /design/flow/run.sh <==
#!/bin/bash
# OpenROAD 26Q1-2900-gdf79404cd8, Yosys 0.63+post, stock flow scripts
make -C /OpenROAD-flow-scripts/flow DESIGN_CONFIG=/design/flow/config.mk WORK_HOME=/design/flow/orfs finish
==> /design/flow/config.mk <==
export PLATFORM = sky130hd
export DESIGN_NAME = ps2decoder
export DESIGN_NICKNAME = ps2decoder
export VERILOG_FILES = /design/flow/design.v
export SDC_FILE = /design/flow/constraint.sdc
export NUM_CORES = 4
export LEC_CHECK = 1
export CORE_AREA = 10 10 70 70
export DIE_AREA = 0 0 80 80
==> /design/flow/constraint.sdc <==
current_design ps2decoder

set clk_period 2.6
set clk_io_pct 0.2

create_clock -name clk0 -period $clk_period

set non_clock_inputs [all_inputs -no_clocks]
set_input_delay [expr $clk_period * $clk_io_pct] -clock clk0 $non_clock_inputs
set_output_delay [expr $clk_period * $clk_io_pct] -clock clk0 [all_outputs]
==> reports/results.txt <==
MI comb area - 215 um2
final WL - 994 um
Ys Warns - 1
die area - 6400 um2
first-pass GRT wire length - 1490 um
Hold Buf Count CTS - 0
cell count after synthesis - 21
Die W - 80 um
Seq share, synth - 0
hold crit path type - input port to primary output
num rows - 21
largest fanout on the critical path - 3
Setup CP Type - input port to primary output
CP Launch Type - input port
Fin. Hold Viols - 0
xor+xnor area frac - 0
Register Area - 0 um2
setup violators final - 0
initial antenna violation count - 0
Final Cycle Share - 0.959
DRC - 0
Tot Pwr - 0.0432 mW
WP data arrival - 1.97 ns
I/O Buffers - 20
mux share of post-synthesis cell area - 0
Synth Area in Adders - 0
VDD IR max - 0.0401 mV
gp weighted congestion - 0.689
Synth cell types - 11
post-DR vias/cell - 3.05
cells in synth_stat.txt - 21
yosys stat chip area - 156 um2
status - completed
share of post-route cells with drive strength above 1 - 0.383
met3 wire length - 67 um
Slew Limit Fails - 0
fmax - 0.401 GHz
Synth-to-Final Area Change - 246%
Top Layout Cells - dlymetal6s2s_1 (9), buf_4 (7), dlygate4sd2_1 (6)
CLK BUF - 0
Worst Max-Slew Pin Slew - 0.209 ns
comb area leader - simple AND/OR/NAND/NOR gates
Critical Path Sink Type - primary output
flop count - 0
met2 routed WL - 418 um
GRT Util Overall - 0.0282
first-pass iteration count of the detailed router - 1
and+or+nand+nor area frac - 0.952
LEAKAGE - 0.269 nW
vias in the first global route - 293
wl on met1 - 508 um
fp util - 0.0458
global route total overflow - 0
RSZ-0062 raised after global routing - false
DP HPWL - 829 um
die height - 80 um
pwr dens - 80.0 nW/um2
I/O pin cnt - 20
total number of vias - 284
post-place setup slack - -0.250 ns
Inserted Diodes - 0
Final Util - 0.158
Synth Cell Area - 156 um2
largest net degree at the start of global routing - 5
fillers - 388
syn_area_per_cell - 7.45 um2
WL per Instance - 10.7 um
core region area - 3420 um2
Initial DRC Count - 0
crit path time final - 2.49 ns
AO/OA Area Share - 0
max_slew headroom - 0.859
max-cap violation count - 0
Antenna Nets Post-Route - 0
Tool Warnings - 33
Commonest Layout Cell - dlymetal6s2s_1
Max Used Layer - met3
final setup margin - 0.107 ns
WP data required - 2.08 ns
[kinds of logic after synthesis]
| kind of cell | Yosys count |
|---|---|
| buffers and inverters | 1 |
| AND/OR/NAND/NOR | 20 |
[critical path, cell delays in order]
cell,delay (ns)
clkdlybuf4s50_1,0.45
nand2b_4,0.18
nor4_4,0.22
buf_4,0.15
clkdlybuf4s50_1,0.45
[area by class of cell]
cell class                 count  area share
tap                           46       0.106
multi-input combinational     20       0.398
timing repair buffer          27       0.495
[Yosys cell counts]
library cell  instances  area (um2)
or3_1                 1        6.26
nand4bb_1             1        11.3
nand2_1               2        7.51
nor3_1                2        10.0
nor4_2                2        25.0
nor4_1                4        25.0
or4b_4                1        13.8
buf_4                 1        7.51
nand3b_1              1        7.51
nand4b_1              2        17.5
nand2b_1              4        25.0
[metrics by stage]
step                setup TNS (ns)  hold slack (ns)  instance area [um2]  instances
floorplan                        0             1.06                  156         21
global placement             -1.33             2.06                  452         92
detailed placement           -1.45             2.06                  452         92
CTS                         -0.197             1.88                  488         92
global route                     0             1.59                  541         93
finish                           0             1.56                  541         93
[where the power goes]
part / switching (mW) / internal [mW] / total, mW / leakage (nW)
clock: 0 / 0 / 0 / 0
sequential: 0 / 0 / 0 / 0
combinational: 0.0177 / 0.0256 / 0.0432 / 0.269
total: 0.0177 / 0.0256 / 0.0432 / 0.269
[path summary, 6_finish.rpt]
check	from	slack, ns	depth (start not counted)	endpoint
worst min-delay path	buttonInput[7]	1.56	4	buttonOutput[3]
worst max-delay path	buttonInput[10]	0.11	5	buttonOutput[2]
[routing by layer]
layer,up-vias,track usage
li1,140,-
met2,14,0.0401
met3,0,0.00455
met5,-,0
met1,130,0.0449
met4,0,0
[timing repair]
item                                    CTS  global route
endpoints found under the hold margin     0             0
pin swaps                                 3             3
resized                                  12            12
setup buffers                             0             1
endpoints found under the setup margin    9             4
Power and IR drop assume default switching activity.
